### ./run.sh
#!/bin/bash
# OpenROAD 26Q1-2900-gdf79404cd8, Yosys 0.63+post, stock flow scripts
make -C /OpenROAD-flow-scripts/flow DESIGN_CONFIG=/design/flow/config.mk WORK_HOME=/design/flow/orfs finish
### ./config.mk
export PLATFORM = sky130hd
export DESIGN_NAME = top
export DESIGN_NICKNAME = top
export VERILOG_FILES = /design/flow/design.v
export SDC_FILE = /design/flow/constraint.sdc
export NUM_CORES = 4
export LEC_CHECK = 1
export CORE_UTILIZATION = 30
export SYNTH_HDL_FRONTEND = slang
### ./constraint.sdc
current_design top

set clk_period 3.6
set clk_io_pct 0.2

create_clock -name clk0 -period $clk_period [get_ports {clk}]

set non_clock_inputs [all_inputs -no_clocks]
set_input_delay [expr $clk_period * $clk_io_pct] -clock clk0 $non_clock_inputs
set_output_delay [expr $clk_period * $clk_io_pct] -clock clk0 [all_outputs]
### ./design.v
module top(clk,reset,data,valid,ready,result);
    input clk,reset;
    input [9:0]data;
    input valid;
    output ready;
    output [8:0]result;
    wire [9:0]data_out_fifo;
    wire [8:0]data_out_alu;
    wire ready_out_alu;
    wire full,empty,valid_out;
    wire full_out,empty_out;
    fifo f_in(clk,reset,data,data_out_fifo,valid,valid_out,ready_out_alu,full,empty);
    alu alu1(clk,reset,valid_out,data_out_fifo[3:0],data_out_fifo[7:4],data_out_fifo[9:8],data_out_alu,ready_out_alu);
    fifo #(.memory_width(8)) f_out(clk,reset,data_out_alu,result,ready_out_alu,ready,ready_out_alu,full_out,empty_out);
TOP_fifo_alu_valid: assert property (@(posedge clk)
    f_in.valid_out && !alu1.ready |-> ##1 !f_in.empty);
TOP_alu_fifo_ready: assert property (@(posedge clk)
    alu1.ready && !f_out.full |-> ##1 f_out.empty);
TOP_data_flow: assert property (@(posedge clk)
    f_in.valid_out |-> (f_in.data_out[3:0] == alu1.data1 && 
                        f_in.data_out[7:4] == alu1.data2 &&
                        f_in.data_out[9:8] == alu1.operand));
TOP_result_prop: assert property (@(posedge clk)
    alu1.ready |-> (alu1.result == f_out.data_in));
TOP_reset: assert property (@(posedge reset)
    (f_in.empty && f_out.empty && alu1.ready));
endmodule
module fifo(clk,reset,data_in,data_out,valid,valid_out,ready,full,empty);
    parameter memory_width = 9;
    parameter depth = 8;
    input clk,reset;
    input [memory_width:0]data_in;
    output reg [memory_width:0]data_out;
    input ready;
    input valid;
    output reg valid_out;
    output reg full,empty;
    reg [memory_width:0] mem [8];
    reg [2:0]wptr;
    reg [2:0]rptr;
    reg [1:0]state;
    reg reset_done;
    reg update_done;
    parameter send = 2'b00;
    parameter wait_ready = 2'b01;
    parameter end_tx = 2'b10;
    always@(posedge clk or posedge reset) begin
        if (reset) begin
            wptr[0] <= 0;
            wptr[1] <= 0;
            wptr[2] <= 0;
            rptr <= 0;
            valid_out <= 0;
            full <= 0;
            empty <= 1;
            state <= 0;
            reset_done <= 0;
            update_done <=0;
            for (int i = 0; i < 8; i++) begin
               mem[i] <= 0;
            end
        end
        else if (!reset_done && !update_done) begin
                if (valid) begin
                      reset_done <= 1;
                      mem[wptr] <= data_in;
                      empty <= 0;
                      if (wptr == (depth -1)) begin 
                          wptr <=0;
                          end else begin
                          wptr <= wptr+1;                     
                      end
                end
        end 
        else if(reset_done) begin
             if(!update_done) begin
                if(valid && !full) begin
                      mem[wptr] <= data_in;
                      wptr <= wptr + 1;
                end
                else if(!empty) begin
                     case (state)
                           send: begin
                                data_out <= mem[rptr];
                                valid_out <= 1;
                                if (rptr == (depth -1)) begin 
                                rptr <=0;
                                end else begin
                                rptr <= rptr+1;                     
                                end
                              if(ready)
                              state <= end_tx;
                              else
                              state <= wait_ready;
                           end
                           wait_ready: begin
                              if(ready)
                              state <= end_tx;
                              else
                              state <= wait_ready;
                           end
                           end_tx: begin
                              valid_out <= 0;
                              state <= send;
                           end
                     endcase
                end
                update_done <= 1;
             end else if(update_done) begin
                 if(wptr == (rptr -1)) begin
                    full <= 1;
                    empty <= 0;
                 end
                 else if (rptr == wptr) begin
                    empty <= 1;
	            full  <= 0;
	         end
             update_done <= 0;              
             end       
        end
    end
fifo_reset1: assert property (@(posedge reset) (empty && !full && (wptr == 0) && (rptr == 0) && (state == 0) && valid_out == 0));
fifo_reset2: assert property (@(posedge reset) (!valid && !ready));
FIFO_full: assert property (@(posedge clk) $past(valid && wptr == (rptr - 1)) |-> full && !empty);
FIFO_empty: assert property (@(posedge clk) $past(valid && (wptr == rptr) && reset_done) |-> !full && empty);
FIFO_wptr: cover property (@(posedge clk) 
    (wptr != 7) |-> (wptr == $past(wptr) + 1));
FIFO_rptr: cover property (@(posedge clk) 
    (rptr != 7) |-> (rptr == $past(rptr) + 1));
FIFI_write_full: assert property (@(posedge clk) full && valid |-> (wptr == $past(wptr)));
FIFO_read_emtpy: assert property (@(posedge clk) empty && ready |-> (rptr == $past(rptr)));
FIFO_wptr_add: assert property (@(posedge clk) $past(reset, 2) && valid && !empty && !full |-> (wptr == $past(wptr) + 1));
endmodule
module alu(clk, reset, valid, data1, data2, operand, result, ready);
    parameter cycles = 3;
    input clk, reset;
    input valid;
    input [3:0] data1, data2;
    input [1:0] operand;
    output reg [8:0] result;
    output reg ready;
    reg [1:0]operand_latch;
    reg [4:0] count;
    reg [1:0] state;
    reg [3:0]data1_latch,data2_latch;  
    parameter compute = 1'b0;
    parameter wait_state = 1'b1;
    always @(posedge clk or posedge reset) begin
        if (reset) begin
            ready <= 1;
            result <= 0;
            count <= 0;
            state <= compute;
        end else begin
            case (state)
                compute: begin
                    case (operand)
                        2'b00: begin
                            result <= data1 + data2;   
                            ready <= 1;
                        end
                        2'b01: begin
                            result <= data1 - data2;   
                            ready <= 1;
                        end
                        2'b10: begin   
                            if (count == cycles - 1) begin
                                result <= data1_latch * data2_latch;
                                ready <= 1;
                                count <= 0;
                                state <= compute;
                            end else begin
                                count <= count + 1;
                                ready <= 0;
                                state <= wait_state;
				operand_latch <= operand;
                                data1_latch <= data1;
                                data2_latch <= data2;
                            end
                        end
                        2'b11: begin   
                            if (data2 != 0) begin
                                if (count == cycles - 1) begin
                                    result <= data1_latch / data2_latch;
                                    ready <= 1;
                                    count <= 0;
                                    state <= compute;
                                end else begin
                                    count <= count + 1;
                                    ready <= 0;
                                    state <= wait_state;
				    operand_latch <= operand;
                                    data1_latch <= data1;
                		    data2_latch <= data2;
                                end
                            end else begin
                                result <= 9'b0;   
                                ready <= 1;
                                state <= compute;
                            end
                        end
                    endcase
                end
                wait_state: begin
                    if (count == cycles - 1) begin
                        state <= compute;
                    end else begin
                        count <= count + 1;
                    end
                end
            endcase
        end
    end
ADD_OPERATION_CHECK: assert property (@(posedge clk) disable iff (reset) 
    (valid && operand == 2'b00 && state == 0) |-> ##1 (result == data1 + data2));
SUB_OPERATION_CHECK: assert property (@(posedge clk) disable iff (reset) 
    (valid && operand == 2'b01 && state == 0) |-> ##1 (result == data1 - data2));
MUL_OPERATION_CHECK: assert property (@(posedge clk) disable iff (reset) 
    (valid && operand == 2'b10 && state == 0 && count == cycles - 1) |-> ##1 (result == data1_latch * data2_latch));
DIV_OPERATION_CHECK: assert property (@(posedge clk) disable iff (reset) 
    (valid && operand == 2'b11 && data2 != 0 && count == cycles - 1) |-> ##1 (result == data1_latch / data2_latch));
  endmodule
==> results.txt <==
impl run done, here's what came out: Starting Density 30.47%, Worst Max-Slew Pin Slew 785.6 ps, Mapped Cells 955, GRT Util Overall 13.16%, most used flip-flop cell dfrtp_1, Initial DRC Count 364, Tool Warnings 41, CP peak stage delay 360 ps, Detail Route Antenna Nets 0, unrepaired setup endpoints after global routing yes, Rows 73, normalized max-slew margin 47.62%, Detailed Route WL 25320 µm, Hold Vio Cnt, Final 0, Post-synth EDFFs 27, clk sinks 223, die height 202.9 µm, DR vias 7939, final setup margin -5736 ps, Cell Type Count 71, antenna fix cells 0, HPWL after DPL 16890 µm, crit path capture type register, ys cells 955, most used cell, CP ha_4, largest net degree at the start of global routing 105, min cycle time layout 9336 ps, initial antenna violation count 0, vias in the first global route 8067, Syn Area/Cell 12.68 µm², Peak VDD IR 0.4553 mV, Max-cap violations 0, Num CTS Buffers 22, ys flops 223, ys async rst share 87.89%, grt ovf 0, WL/cell 15.33 µm, buffer and inverter count on the worst path 4, slowest CP cell edfxtp_1, dpl cells 1580, DR DRC count 0, Latency at later pin 510 ps, pwr dens 713.0 mW/mm², Yosys Chip Area 0.01211 mm², top post-synthesis cells by area dfrtp_1 39%, mux2_2 16%, mux4_2 7.3%, synth warn 0, Tcrit/Tclk final 259.3%, most numerous cell in the Yosys netlist dfrtp_1, Fmax 107.1 MHz, CTS tree built, H-Tree Depth 1, Root Buffer clkbuf_16, violations in the final reports setup timing, Fin Clk Skew 7.284 ps, setup violators final 5, Req. time, crit path 3970 ps, post-synthesis cell area 0.01211 mm², I/O pins 23, die width 202.9 µm, Slew Viols, Final 0, CP max FO 5, register area share after synthesis 47.27%, total die size 0.04117 mm², area leader, netlist dfrtp_1, CP Launch Type register, IO Port Bufs 22, layout cell share with drive strength beyond 1 40.91%, Max-area cell share 39.27%, GPL Wtd Cong 0.8290, classification of the worst setup path reg2reg, P&R area growth vs syn 24.25%, LEAKAGE 6.650 nW, DR vias/cell 4.806, Pre-antenna DRT Iters 4, Clk pin slew, worst setup/hold paths 60 ps, Critical Path AT 9710 ps, Max clock buf depth 3, Core Area 0.03973 mm², hold crit path type reg2reg, global-route wire length before repair 42390 µm, most frequent cells after synthesis 190 x dfrtp_1, 176 x mux2_2, 66 x ha_1, Non-Filler Instances 1652, status finished, violations left, Setup Total Neg Slack -18070 ps, crit-path leading delay family AND-OR/OR-AND gates
## flip-flops by register name, indices dropped and copies added (netlist names), 2 cells and up
register	flops
f_out.data_out	9
f_out.mem	72
f_in.rptr	3
f_in.mem	80
f_in.data_out	10
f_in.state	3
alu1.state	2
alu1.data2_latch	4
alu1.count	5
f_out.wptr	3
alu1.result	9
alu1.data1_latch	4
f_out.rptr	3
f_out.state	3
f_in.wptr	3
## metrics by stage
stage | setup WS [ps] | instance area, µm² | power [mW] | hold WS [ps] | util (%)
floorplan | -6324 | 12300 | 6.954 | 444.8 | -
global placement | -5817 | 13900 | 8.051 | 460.4 | 34.99
detailed placement | -6009 | 13900 | 8.154 | 467.7 | 34.99
CTS | -5701 | 14920 | 10.74 | 482.0 | 37.54
global route | -6341 | 15040 | 11.49 | 500.9 | 37.86
finish | -5736 | 15040 | 10.73 | 476.8 | 37.86
## placed cells by master, fill, tap and decap left out, types with 5 or more instances in the layout
master	synthesis	layout
a21o_1	16	16
a21oi_1	29	24
and2_1	7	6
buf_4	0	138
clkbuf_16	0	23
clkdlybuf4s50_1	0	22
conb_1	1	5
dfrtp_1	190	190
dfstp_2	6	6
edfxtp_1	27	27
fa_1	6	6
ha_1	66	54
ha_4	0	11
inv_1	50	46
mux2_2	176	174
mux4_2	39	39
nand2_1	49	47
nand2b_1	8	8
nand3_1	7	7
nor2_1	43	38
nor2b_1	5	5
nor3_1	15	14
o211ai_1	9	9
o21a_1	12	12
o21ai_0	44	36
o21ai_1	0	6
or3_1	7	6
xnor2_1	9	9
xor2_1	11	11
## path summary, 6_finish.rpt
| path | start | end | slack [ps] | depth (start not counted) |
|---|---|---|---|---|
| max | alu1.data2_latch[0] | alu1.result[0] | -5740 | 50 |
| max in group asynchronous | reset | f_out.mem[0] | 2120 | 3 |
| min | alu1.count[4] | alu1.count[4] | 480 | 1 |
| min reg2reg | alu1.count[4] | alu1.count[4] | 480 | 1 |
| min in group asynchronous | reset | f_in.state[1] | 980 | 3 |
| max reg2reg | alu1.data2_latch[0] | alu1.result[0] | -5740 | 50 |
## power breakdown
group / internal, mW / switching, mW
combinational: 2.56 / 1.71
sequential: 3.53 / 0.610
clock: 1.36 / 0.963
## layout make-up
class	instances	area, µm²
Clock buffer	28	614.3
Clock inverter	12	120.1
Fill cell	3710	24690
Inverter	50	191.4
Multi-Input combinational cell	650	6420
Sequential cell	223	5723
Tap cell	525	656.9
Timing Repair Buffer	164	1319
## timing repair
item / CTS / global route
gates resized: 16 / 16
endpoints found under the setup margin: 5 / 7
gates cloned: 0 / 0
pin swaps: 27 / 9
hold buffers: 0 / 0
setup buffers: 26 / 6
## cells by family (layout without fill, tap and decap cells)
group	after synthesis	after routing	share of synthesized area (%)
xor gates and xnor gates	20	20	1.447
AOI/OAI and AO/OA	152	152	8.743
other	1	5	0.03097
DFF	223	223	47.27
buffers and inverters	86	254	2.728
muxes	221	221	24.20
and+or+nand+nor	180	180	7.771
adders and majority gates	72	72	7.812
## layer usage
layer / track usage, % / wire, µm
met5: 0 / 0
met2: 20.96 / 11710
met3: 2.444 / 1066
met4: 1.987 / 406
met1: 19.61 / 12140
Power figures rest on the tool's default switching activity, not on a simulated workload.
